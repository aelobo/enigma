<file path="config.mk">
export PLATFORM = sky130hd
export DESIGN_NAME = hex
export DESIGN_NICKNAME = hex
export VERILOG_FILES = /design/flow/design.v
export SDC_FILE = /design/flow/constraint.sdc
export NUM_CORES = 4
export LEC_CHECK = 1
export CORE_AREA = 10 10 70 70
export DIE_AREA = 0 0 80 80
</file>
<file path="constraint.sdc">
current_design hex

set clk_period 1.2
set clk_io_pct 0.2

create_clock -name clk0 -period $clk_period

set non_clock_inputs [all_inputs -no_clocks]
set_input_delay [expr $clk_period * $clk_io_pct] -clock clk0 $non_clock_inputs
set_output_delay [expr $clk_period * $clk_io_pct] -clock clk0 [all_outputs]
</file>
<file path="design.v">
`default_nettype none
module hex 
    (input  logic   [3:0] in,
     output logic   [6:0] out);
    always_comb begin
        case (in)
            4'b0000: out = ~7'h3F;
            4'b0001: out = ~7'h06;
            4'b0010: out = ~7'h5B;
            4'b0011: out = ~7'h4F;
            4'b0100: out = ~7'h66;
            4'b0101: out = ~7'h6D;
            4'b0110: out = ~7'h7D;
            4'b0111: out = ~7'h07;
            4'b1000: out = ~7'h7F;
            4'b1001: out = ~7'h6F;
            4'b1010: out = ~7'h77;
            4'b1011: out = ~7'h7C;
            4'b1100: out = ~7'h39;
            4'b1101: out = ~7'h5E;
            4'b1110: out = ~7'h79;
            4'b1111: out = ~7'h71;
        endcase
    end
endmodule: hex
</file>
<file path="run.sh">
#!/bin/bash
# OpenROAD 26Q1-2900-gdf79404cd8, Yosys 0.63+post, stock flow scripts
make -C /OpenROAD-flow-scripts/flow DESIGN_CONFIG=/design/flow/config.mk WORK_HOME=/design/flow/orfs finish
</file>
==> Changelog: implementation <==
### Implementation results

* Die ar. at 0.00640 mm2
* Hold buffers post-CTS at 0
* Vias in the first global route at 377
* Maximum clock frequency at 667 MHz
* RD Place Congestion at 0.848
* PortBufs at 11
* Leak Pwr at 0.000285 uW
* Detailed-route via count at 320
* Global Route Usage Sum at 0.0331
* Largest net degree at the start of global routing at 8
* CLK BUF at 0
* Initial antenna violation count at 0
* Fill cell count at 382
* Status: finished with violations
* Gate Count Post-Synth at 32
* RSZ-0062 raised after global routing: true
* Worst Path Max Fanout at 5
* CP top delay family: simple AND/OR/NAND/NOR gates
* Layout cell share with drive strength beyond 1 at 0.768
* Top-area cell type share of the netlist area at 0.318
* Site Rows at 21
* Yosys warns at 1
* Crit path largest cell delay at 340 ps
* Max Slew Vio Count at 0
* Diode count at 0
* Final worst-path setup slack at -299 ps
* Number of DRC markers in iteration 0 at 2
* Die Y at 80 um
* Final Cell Area at 649 um2
* Area reported by Yosys stat at 275 um2
* Peak VDD IR at 0.0964 mV
* Seq_cells at 0
* WP buf/inv at 3
* Cell type with the largest total area: ha_1
* Power per Cell Area at 313 mW/mm2
* I/O pin count at 11
* Slew margin rel. at 0.895
* Top cells, area: ha_1 (32%), mux2i_1 (15%), mux4_1 (9.5%)
* Failing checks: setup timing
* Final min period at 1500 ps
* First-pass GRT wire length at 1770 um
* Cell Area, Synth at 275 um2
* Final WL at 967 um
* First drt pass iteration count at 3
* Die X at 80 um
* Core area at 0.00342 mm2
* Worst-margin pin slew at 152 ps
* Tool warning count at 41
* Post-route antenna net violation count at 0
* Final setup violation count at 7
* Grt total ovfl at 0
* CP arrival at 1260 ps
* Initial Util at 0.0806
* Layout area overhead at 136%
* Synth unique cells at 15
* FF+latch area at 0 um2
* CP max-delay cell: or3b_1
* Final worst path period share at 1.25
* CP endpoint kind: primary output
* Hold Vio Cnt, Final at 0
* Final core occ at 0.190
* WS Path Type: in2out
* Setup crit start kind: input pin
* Yosys cell count at 32
* Dpl cell area at 537 um2
* Crit path DRT at 960 ps
* Via/cell ratio at 3.14
* Setup TNS at -1270 ps
* Sequential fraction of the synthesis area at 0
* Drt drc at 0
* Syn Area/Cell at 8.60 um2
* Detailed Place HPWL at 711 um
* Pwr Total at 203 uW
* WL/cell at 9.48 um
* Max Cap Viol at 0
* Worst path cell trace: buf_12 > inv_12 > ha_4 > and2b_2 > or3b_1 > o21ai_1 > buf_2
* Gate Area at 339 um2
* Worst Hold Class: in2out
==> cell usage after synthesis <==
library cell	n
nand2_1	1
o21ai_0	2
or3b_1	1
and2b_2	1
a22o_1	2
a32o_1	1
a21oi_1	1
mux4_1	1
nor2_1	5
inv_1	3
buf_2	1
buf_6	1
ha_1	7
mux2i_1	4
mux2_2	1
==> cell usage in the layout (no fill, tap or decap) <==
| cell | instances |
|---|---|
| buf_12 | 2 |
| and2b_2 | 1 |
| mux2i_2 | 1 |
| mux4_2 | 1 |
| buf_4 | 8 |
| inv_2 | 1 |
| ha_4 | 6 |
| inv_12 | 1 |
| ha_1 | 1 |
| a21oi_2 | 1 |
| inv_8 | 1 |
| buf_6 | 6 |
| nor2_1 | 2 |
| buf_2 | 9 |
| mux2i_1 | 3 |
| dlygate4sd2_1 | 1 |
| a32o_2 | 1 |
| mux2_4 | 1 |
| o21ai_1 | 2 |
| nor2_2 | 3 |
| a22o_1 | 2 |
| nand2_1 | 1 |
| or3b_1 | 1 |
==> routing by layer <==
layer	vias up	wire, um	GRT usage	share of wire
li1	160	-	-	-
met1	154	366	0.0337	0.38
met2	4	564	0.0690	0.58
met3	2	16	0.00341	0.017
met4	0	19	0.00528	0.020
met5	-	0	0	0
==> timing repair <==
action                                  in CTS  in global routing
cloned                                       1                  0
resized                                     65                  3
pin swaps                                    9                  5
buffers inserted                             5                  0
endpoints found under the setup margin       7                  7
==> stage by stage <==
stage	hold slack [ps]	setup WS [ps]	cells
global placement	1480	-1230	96
floorplan	580	-16.8	32
finish	922	-299	102
CTS	935	-309	102
global route	971	-376	102
detailed placement	1500	-1240	96
==> where the power goes <==
group,total [uW],switching [uW],internal [uW]
clock network,0,0,0
logic,203,81.9,121
registers,0,0,0
total,203,81.9,121
==> cell type report <==
class	count	area share
Inverter	3	0.0482
Tap cell	46	0.0886
Timing Repair Buffer	26	0.341
Multi-Input combinational cell	27	0.522
==> cell families after synthesis <==
logic type	share of synthesized area
AND/OR/NAND/NOR	0.145
adder cells (fa/ha/maj)	0.318
AND-OR/OR-AND	0.155
multiplexers	0.282
buffers and inverters	0.100
==> final timing paths <==
| check | start | end | slack [ps] | depth (start not counted) |
|---|---|---|---|---|
| worst max-delay path | in[1] | out[0] | -300 | 7 |
| worst min-delay path | in[3] | out[3] | 920 | 3 |
==> tightest hold or removal path: cells and delay by family <==
kind | cells | cell delay, ps
buffers and inverters | 2 | 220
muxes | 1 | 220
Power figures rest on the tool's default switching activity, not on a simulated workload.
