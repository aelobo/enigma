==> config.mk <==
export PLATFORM = sky130hd
export DESIGN_NAME = chipInterface
export DESIGN_NICKNAME = chipInterface
export VERILOG_FILES = /design/flow/design.v
export SDC_FILE = /design/flow/constraint.sdc
export NUM_CORES = 4
export LEC_CHECK = 1
export CORE_AREA = 10 10 112 112
export DIE_AREA = 0 0 122 122
==> constraint.sdc <==
current_design chipInterface

set clk_period 6.0
set clk_io_pct 0.2

create_clock -name clk0 -period $clk_period [get_ports {CLOCK_50}]

set non_clock_inputs [all_inputs -no_clocks]
set_input_delay [expr $clk_period * $clk_io_pct] -clock clk0 $non_clock_inputs
set_output_delay [expr $clk_period * $clk_io_pct] -clock clk0 [all_outputs]
==> design.v <==
`default_nettype none
module chipInterface
    (input  logic   CLOCK_50,    
     inout  logic   PS2_CLK,     
     inout  logic   PS2_DAT,     
     input  logic [3:0] KEY,
	 input  logic [9:0] LEDR,
     output logic [6:0] HEX5, HEX4, HEX3, HEX2, HEX1, HEX0);
    logic       key_rdy;
    logic [6:0] key_out, segment;
    logic       RST_L;
    assign RST_L    = ~KEY[0];
    assign HEX0     = (key_rdy) ? key_out : 7'b0;
    assign HEX5     = 7'h7F;
    ps2 ps2_keyboard(
                .clk(CLOCK_50),      
                .rst_l(RST_L),       
                .ps2_clk(PS2_CLK),   
                .ps2_data(PS2_DAT),  
                .key_rdy(key_rdy),   
                .key_out(key_out)    
    );
    scanCodetoSevenSegment sevenSeg(
                            .scan_code(key_out),     
                            .segment(HEX0)           
    );
endmodule: chipInterface
`default_nettype none
module ps2 
    (input  logic           clk, rst_l,
     input  logic           ps2_clk, ps2_data,
     output logic           key_rdy,
     output logic [7:0]     key_out);
    logic [10:0]            shift_reg;
    logic [3:0]             counter;
    logic                   ps2_clk_neg_edge;
    enum logic [2:0] {IDLE, START, DATA, PARITY, STOP} state, nextState;
    logic peripheral_clk_10khz_d1;
    logic peripheral_clk_10khz_d2;
    logic falling_edge_raw;
    logic falling_edge_sync1;
    logic falling_edge_sync2;
    always_ff @(posedge clk or negedge rst_l) begin
        if (~rst_l) begin
            peripheral_clk_10khz_d1 <= 1'b0;
            peripheral_clk_10khz_d2 <= 1'b0;
        end else begin
            peripheral_clk_10khz_d1 <= ps2_clk;
            peripheral_clk_10khz_d2 <= peripheral_clk_10khz_d1;
        end
    end
    assign falling_edge_raw = peripheral_clk_10khz_d1 & ~peripheral_clk_10khz_d2;
    always_ff @(posedge clk or negedge rst_l) begin
        if (~rst_l) begin
            falling_edge_sync1 <= 1'b0;
            falling_edge_sync2 <= 1'b0;
        end else begin
            falling_edge_sync1 <= falling_edge_raw;
            falling_edge_sync2 <= falling_edge_sync1;
        end
    end
    assign ps2_clk_neg_edge = falling_edge_sync2;
    always_ff @(posedge clk, negedge rst_l) begin
        if (~rst_l)
            state <= IDLE;
        else if (ps2_clk_neg_edge)
            state <= nextState;
    end
    always_comb begin
        unique case (state)
            IDLE:    nextState = (ps2_data) ? IDLE : START;
            START:   nextState = DATA;                                   
            DATA:    nextState = (counter == 4'd7) ? PARITY : DATA;      
            PARITY:  nextState = STOP;      
            STOP:    nextState = (ps2_data) ? STOP : START;              
            default: nextState = IDLE;
        endcase
    end
    always_ff @(posedge clk) begin
        unique case (state)
            IDLE: begin
                counter <= 4'b0;                         
                shift_reg <= 11'b0;                      
                key_rdy <= 1'b0;                         
                key_out <= 8'b0;                         
            end
            START: begin
                counter <= 4'b0;                         
                shift_reg <= 11'b0;                      
                key_rdy <= 1'b0;                         
                key_out <= 8'b0;                         
            end
            DATA: begin
                if (ps2_clk_neg_edge && (counter < 4'd7)) begin
                    counter <= counter + 1'b1;
                    shift_reg <= {ps2_data, shift_reg[10:1]};            
                end
                else if (ps2_clk_neg_edge && (counter == 4'd7)) begin
                    counter <= counter;
                    shift_reg <= {ps2_data, shift_reg[10:1]};            
                end
                else begin
                    counter <= counter;
                    shift_reg <= shift_reg;
                end
                key_rdy <= 1'b0;
                key_out <= 8'b0;
            end
            PARITY: begin
                counter <= 4'b0;
                if (ps2_clk_neg_edge) begin
                    shift_reg <= {ps2_data, shift_reg[10:1]};            
                    key_out <= shift_reg[9:2];                           
                    key_rdy <= 1'b1;                                     
                end 
                else begin
                    shift_reg <= shift_reg;
                    key_rdy <= key_rdy;
                    key_out <= key_out;
                end
            end
            STOP: begin
                counter <= 4'b0;
                shift_reg <= shift_reg;
                key_rdy <= key_rdy;
                key_out <= key_out;
            end
            default: begin
                counter <= counter;
                shift_reg <= shift_reg;
                key_rdy <= key_rdy;
                key_out <= key_out;
            end
        endcase
    end
endmodule: ps2
`default_nettype none
module scanCodetoSevenSegment
    (input  logic [7:0] scan_code,  
     output logic [6:0] segment);
    always_comb begin
        unique case (scan_code)
            8'h1C: segment = 7'b111_0111;        
            8'h32: segment = 7'b001_1111;        
            8'h21: segment = 7'b100_1110;        
            8'h23: segment = 7'b011_1101;        
            8'h24: segment = 7'b100_1111;        
            8'h2B: segment = 7'b100_0111;        
            8'h34: segment = 7'b111_1011;        
            8'h33: segment = 7'b011_0111;        
            8'h43: segment = 7'b011_0000;        
            8'h3B: segment = 7'b011_1000;        
            8'h42: segment = 7'b000_0111;        
            8'h4B: segment = 7'b000_1110;        
            8'h3A: segment = 7'b101_0100;        
            8'h31: segment = 7'b111_0110;        
            8'h44: segment = 7'b111_1110;        
            8'h4D: segment = 7'b110_0111;        
            8'h15: segment = 7'b111_0011;        
            8'h2D: segment = 7'b100_0110;        
            8'h1B: segment = 7'b101_1011;        
            8'h2C: segment = 7'b000_1111;        
            8'h3C: segment = 7'b011_1110;        
            8'h2A: segment = 7'b001_1100;        
            8'h1D: segment = 7'b010_1010;        
            8'h22: segment = 7'b011_0001;        
            8'h35: segment = 7'b011_1011;        
            8'h1A: segment = 7'b110_1101;        
        endcase
    end
endmodule: scanCodetoSevenSegment
==> run.sh <==
#!/bin/bash
# OpenROAD 26Q1-2900-gdf79404cd8, Yosys 0.63+post, stock flow scripts
make -C /OpenROAD-flow-scripts/flow DESIGN_CONFIG=/design/flow/config.mk WORK_HOME=/design/flow/orfs finish
==> reports/metrics.yaml <==
outcome: "did not finish"
stop_stage: "1_2_yosys"
error: "ERROR: Found 7 problems in 'check -assert'."
ys_chip_area_um2: 2430
logic_family: "simple AND/OR/NAND/NOR gates"
async_flop_share_pct: 24.3
synth.distinct_cells: 59
ys_sh_adder_pct: 3.60
synth-edff-count: 21
synthAoiAreaFrac_pct: 17.7
synthMostInstantiatedCell: "buf_4"
common_cells: "35 x buf_4, 21 x edfxtp_1, 19 x nor2_1"
ys_seq_share_pct: 41.0
post_synth_mux_area_share_pct: 4.11
synth-main-ff-cell: "edfxtp_1"
synth-seq-cells: 37
yosysTopAreaCell: "edfxtp_1"
xor_share_pct: 0.720
ys_cells: 239
ys_warn_count: 4
yosysTopAreaCellShare_pct: 25.9
ys_top_cells_by_area: "edfxtp_1 26%, buf_4 11%, dfrtp_1 8.2%, dfxtp_1 5.8%, and2_1 3.9%"
simple_gate_share_pct: 18.6
[logic make-up after synthesis]
| group | Yosys count |
|---|---|
| other | 2 |
| AND-OR/OR-AND | 51 |
| flip-flops | 37 |
| AND/OR/NAND/NOR | 80 |
| XOR/XNOR | 2 |
| multiplexers | 9 |
| buffers and inverters | 51 |
| adder cells (fa/ha/maj) | 7 |
